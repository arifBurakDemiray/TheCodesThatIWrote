`/design/flow/config.mk`:
```
export PLATFORM = sky130hd
export DESIGN_NAME = control
export DESIGN_NICKNAME = control
export VERILOG_FILES = /design/flow/design.v
export SDC_FILE = /design/flow/constraint.sdc
export NUM_CORES = 4
export LEC_CHECK = 1
export CORE_AREA = 10 10 70 70
export DIE_AREA = 0 0 80 80
```
`/design/flow/constraint.sdc`:
```
current_design control

set clk_period 1.5
set clk_io_pct 0.2

create_clock -name clk0 -period $clk_period

set non_clock_inputs [all_inputs -no_clocks]
set_input_delay [expr $clk_period * $clk_io_pct] -clock clk0 $non_clock_inputs
set_output_delay [expr $clk_period * $clk_io_pct] -clock clk0 [all_outputs]
```
`/design/flow/design.v`:
```
module control(in,rt_field,regdest,alusrc,memtoreg,regwrite,memread,memwrite,branch,brancheq,jump,jandl,aluop3,aluop1,aluop2); 
input [5:0] in;
input [4:0] rt_field; 
output regdest,alusrc,memtoreg,regwrite,memread,memwrite,branch,brancheq,aluop3,aluop1,aluop2,jump,jandl;
wire rformat,lw,sw,beq,addi,andi,ori,bne,bgez,bgtz,blez,bltz,j,jal; 
assign rformat=~|in;
assign lw=in[5]& (~in[4])&(~in[3])&(~in[2])&in[1]&in[0];
assign sw=in[5]& (~in[4])&in[3]&(~in[2])&in[1]&in[0];
assign beq = ~in[5]& (~in[4])&(~in[3])&in[2]&(~in[1])&(~in[0]); 
assign bne = ~in[5]& (~in[4])&(~in[3])&in[2]&(~in[1])&in[0]; 
assign addi = ~in[5]& (~in[4])&in[3]&(~in[2])&(~in[1])&(~in[0]); 
assign andi = ~in[5]& (~in[4])&in[3]&in[2]&(~in[1])&(~in[0]); 
assign ori = ~in[5]& (~in[4])&in[3]&in[2]&(~in[1])&in[0]; 
assign bgez = (~in[5])& (~in[4])&(~in[3])&(~in[2])&(~in[1])&in[0]&(~rt_field[4])&(~rt_field[3])&(~rt_field[2])&(~rt_field[1])&rt_field[0]; 
assign bgtz = (~in[5])& (~in[4])&(~in[3])&in[2]&in[1]&in[0]&(~rt_field[4])&(~rt_field[3])&(~rt_field[2])&(~rt_field[1])&(~rt_field[0]); 
assign blez = (~in[5])& (~in[4])&(~in[3])&in[2]&in[1]&(~in[0])&(~rt_field[4])&(~rt_field[3])&(~rt_field[2])&(~rt_field[1])&(~rt_field[0]); 
assign bltz = (~in[5])& (~in[4])&(~in[3])&(~in[2])&(~in[1])&in[0]&(~rt_field[4])&(~rt_field[3])&(~rt_field[2])&(~rt_field[1])&(~rt_field[0]); 
assign j = (~in[5])&(~in[4])&(~in[3])&(~in[2])&in[1]&(~in[0]); 
assign jal = (~in[5])&(~in[4])&(~in[3])&(~in[2])&in[1]&in[0]; 
assign regdest=rformat;
assign alusrc=lw|sw|addi|andi|ori; 
assign memtoreg=lw;
assign regwrite=rformat|lw|addi|andi|ori; 
assign memread=lw;
assign memwrite=sw;
assign jump=j|jal; 
assign jandl = jal; 
assign brancheq = blez|bgez; 
assign branch=beq|bne|bgez|bgtz|blez|bltz;  
assign aluop1=rformat|andi|bgez|bgtz|blez|bltz;  
assign aluop2=beq|andi|bne|bgez|bgtz;  
assign aluop3=ori|bne|bgez|bgtz|blez|bltz;   
endmodule
```
`/design/flow/run.sh`:
```
#!/bin/bash
# OpenROAD 26Q1-2900-gdf79404cd8, Yosys 0.63+post, stock flow scripts
make -C /OpenROAD-flow-scripts/flow DESIGN_CONFIG=/design/flow/config.mk WORK_HOME=/design/flow/orfs finish
```
==> impl_metrics.json <==
{
  "die_w_um": 80,
  "drt-initial-drc-count": 22,
  "path_class": "in -> out",
  "status": "finished with violations",
  "rsz0062_at_grt": "true",
  "timing.critical_path.to_type": "output port",
  "violations": "negative setup slack",
  "max_slew_margin_pct": 85.94,
  "core_um2": 3416,
  "area.growth.synth_to_final_pct": 145.7,
  "finalCritPeriodShare_pct": 104.6,
  "final-comb-area_um2": 336.6,
  "yosysChipArea_um2": 292.8,
  "die_h_um": 80,
  "flops": 0,
  "filler_cell_count": 370,
  "ys_seq_share_pct": 0,
  "drt-wirelength-per-cell_um": 10.79,
  "initCoreUtil_pct": 8.571,
  "nClkBuffers": 0,
  "ys_cells": 47,
  "ctsHoldBuffers": 0,
  "synth_cell_types": 27,
  "setup_slack_ns": -0.06881,
  "min_path_type": "in -> out",
  "cp_max_fo": 3,
  "drtPass1Iterations": 5,
  "antenna_found_initial": 0,
  "grt-ovfl-total": 0,
  "gp_congestion": 0.7699,
  "via_count": 506,
  "max_freq_mhz": 637.4,
  "fin_setup_tns_ns": -0.1863,
  "rows": 21,
  "max-cap-violations": 0,
  "dieArea_um2": 6400,
  "worstSetupStartpointType": "primary input",
  "drt_wl_total_mm": 1.414,
  "cp.arrival_ns": 1.27,
  "worstHoldStart": "in[2]",
  "warnings": 34,
  "diodes": 0,
  "hold_violations": 0,
  "io_buffers": 24,
  "track_usage_pct": 3.859,
  "leakagePower_nw": 0.3554,
  "drtAntennaViolNets": 0,
  "worst_pin_slew_ns": 0.2093,
  "required_ns": 1.20,
  "grt_pass1_vias": 447,
  "lay_top_count": "buf_4",
  "powerDensity_nw_per_um2": 175.0,
  "drive_above_1_share_pct": 57.65,
  "boundaryPins": 24,
  "synthesis.area_um2": 292.8,
  "yosysWarningCount": 0,
  "drc_errors": 0,
  "ir_worst_vdd_v": 0.00002520,
  "final_cell_mix": "buf_4, buf_2, buf_6",
  "avgSynthCellArea_um2": 6.229,
  "ff_latch_area_um2": 0,
  "dpl.hpwl_mm": 1.068,
  "period_needed_ns": 1.569,
  "finalSetupViolCount": 3,
  "grt_max_degree": 9,
  "hold_end": "branch",
  "via_per_inst": 3.863,
  "synthCells": 47,
  "grt_first_pass_wirelength_mm": 2.132,
  "drv_slew": 0,
  "pre_cts_ws_ns": -0.7856,
  "hold_depth": 4
}
-- worst max-delay path, cell delays in order --
cell	delay [ns]
buf_6	0.09
nor4_4	0.27
buf_4	0.17
nand2_4	0.06
buf_6	0.11
o221ai_2	0.14
buf_2	0.12
-- layer usage --
layer | GRT usage, % | vias up | routed length (um)
met3 | 1.364 | 0 | 185
met4 | 0 | 0 | 0
met2 | 6.501 | 25 | 671
met1 | 4.891 | 230 | 557
li1 | - | 251 | -
met5 | 0 | - | 0
-- synth_stat cells --
| cell | count | share of area, % |
|---|---|---|
| nor3b_1 | 1 | 2.6 |
| nor4_4 | 1 | 7.3 |
| o21a_1 | 2 | 5.1 |
| o21ai_1 | 2 | 3.4 |
| and3_1 | 1 | 2.1 |
| or2_0 | 1 | 2.1 |
| a21boi_1 | 1 | 2.6 |
| nand3b_1 | 1 | 2.6 |
| nand2b_1 | 1 | 2.1 |
| nor2_1 | 7 | 9.0 |
| nor3_4 | 1 | 5.6 |
| nand2_2 | 1 | 2.1 |
| nand4b_1 | 1 | 3.0 |
| a31oi_1 | 1 | 2.1 |
| buf_4 | 2 | 5.1 |
| nand3_1 | 2 | 3.4 |
| inv_1 | 3 | 3.8 |
| o22ai_1 | 2 | 4.3 |
| nor3_1 | 2 | 3.4 |
| buf_2 | 1 | 1.7 |
| o221ai_1 | 1 | 3.0 |
| nor2b_1 | 2 | 4.3 |
| a21oi_1 | 3 | 5.1 |
| nand2_1 | 4 | 5.1 |
| a32oi_1 | 1 | 3.0 |
| nand4bb_1 | 1 | 3.8 |
| and2_1 | 1 | 2.1 |
-- report_power, final --
part           internal (mW)  total, mW  switching (mW)
logic                 0.0675      0.126          0.0584
clock network              0          0               0
registers                  0          0               0
-- final cells by class --
cell class,count,area share (%)
multi-input cells,41,46.78
well taps,46,8.000
repair buffers,41,43.65
inverters,3,1.565
-- metrics by stage --
step / cell area, um^2 / power [mW] / hold slack (ns) / util (%) / cells
after global routing: 719.4 / 0.1374 / 0.9478 / 21.06 / 131
after floorplan: 292.8 / 0.03865 / 0.6106 / - / 47
final: 719.4 / 0.1259 / 0.9300 / 21.06 / 131
after CTS: 699.4 / 0.1220 / 0.9576 / 20.48 / 130
after global placement: 638.1 / 0.1111 / 1.683 / 18.68 / 123
after detailed placement: 638.1 / 0.1126 / 1.696 / 18.68 / 123
-- worst max-delay path by stage --
stage,from,endpoint,slack (ns),depth (start not counted)
CTS,in[2],regdest,-0.14,5
global route,rt_field[3],aluop2,-0.15,7
finish,rt_field[3],aluop2,-0.07,7
-- cells by family (layout without fill, tap and decap cells) --
| family | count (synthesis) | in the layout | synth area share [%] |
|---|---|---|---|
| buffers and inverters | 6 | 44 | 10.68 |
| AOI/OAI and AO/OA | 13 | 13 | 28.63 |
| and+or+nand+nor | 28 | 28 | 60.69 |
-- repair_timing --
action                     CTS  global route
pin swaps                   14             8
setup endpoints to repair   13            10
setup buffers                7             2
resized                     91             7
Power and IR drop assume default switching activity.
