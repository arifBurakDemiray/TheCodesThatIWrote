[flow/config.mk]
export PLATFORM = sky130hd
export DESIGN_NAME = alu32
export DESIGN_NICKNAME = alu32
export VERILOG_FILES = /design/flow/design.v
export SDC_FILE = /design/flow/constraint.sdc
export NUM_CORES = 4
export LEC_CHECK = 1
export CORE_UTILIZATION = 30
[flow/run.sh]
#!/bin/bash
# OpenROAD 26Q1-2900-gdf79404cd8, Yosys 0.63+post, stock flow scripts
make -C /OpenROAD-flow-scripts/flow DESIGN_CONFIG=/design/flow/config.mk WORK_HOME=/design/flow/orfs finish
[flow/design.v]
module alu32(brancheq,sum,a,b,zout,gin,notor); 
output [31:0] sum;
input [31:0] a,b; 
input [2:0] gin; 
input brancheq,notor; 
reg [31:0] sum;
reg [31:0] less;
output zout;
reg zout;
always @(a or b or gin)
begin
	case(gin)
	3'b010: sum=a+b; 		 
	3'b110: sum=a+1+(~b);	 
	3'b111: begin less=a+1+(~b);	 
			if (less[31]) sum=1;	
			else sum=0;
			end
	3'b000: sum=a & b;	 
	3'b001: sum = notor ? ~(a|b): a|b;		 
	3'b011: sum=a+1+(~b);   
	3'b100: begin   
			zout= brancheq ? (a==0 ? 1:((~a[31]) ? 1:0)):((~a[31]) ? (a==0 ? 0:1):0);  
			sum = a; end  
	3'b101: begin  
			zout= brancheq ? (a==0 ? 1:(a[31] ? 1:0)):(a[31] ? (a==0 ? 0:1):0);   
			sum = a; end  
	default: sum=31'bx;	
	endcase
zout= gin!=3'b011 ? (gin==3'b100 ? zout:(gin==3'b101 ? zout : ~(|sum))):(|sum);
end
endmodule
[flow/constraint.sdc]
current_design alu32

set clk_period 25.2
set clk_io_pct 0.2

create_clock -name clk0 -period $clk_period

set non_clock_inputs [all_inputs -no_clocks]
set_input_delay [expr $clk_period * $clk_io_pct] -clock clk0 $non_clock_inputs
set_output_delay [expr $clk_period * $clk_io_pct] -clock clk0 [all_outputs]
==> job_summary.md <==
### Metrics collected by this job

| Metric | Value |
|---|---|
| Count of tool warnings | `95` |
| # IOs | `between 100 and 150` |
| Max IR drop VDD | `0.009645 mV` |
| FILL cells | `about 2300` |
| Post-Syn Area per Cell | `about 6.7 um^2` |
| Mapped Area | `approximately 6500 um^2` |
| Vias in the first global route | `about 6900` |
| Syn Inst Count | `between 900 and 1000` |
| Drt drc | `0` |
| Drt pass-1 iters | `6` |
| Aoi share | `0.3654` |
| Layout cells sized above 1 | `0.05529` |
| MUX area fraction | `0.03008` |
| Core Region | `approximately 21000 um^2` |
| Area leader share | `0.1820` |
| Post-layout period usage | `0.6266` |
| Routed Antenna Nets | `0` |
| Max-cap violations | `0` |
| Top cell type by total area after synthesis | `ha_1` |
| Logic cell area | `a little under 6000 um^2` |
| Grt ovf | `0` |
| Yosys simple share | `0.2493` |
| RSZ-0062 raised after global routing | `no` |
| Power Density | `about 24 nW/um^2` |
| Relative slew slack | `0.5261` |
| Post-Route WL | `26030 um` |
| Initial DRC Count | `between 600 and 700` |
| Count of unclocked register or latch pins | `1` |
| Port Buf Inserts | `around 100` |
| Fin. Hold Viols | `0` |
| Die Area | `about 22000 um^2` |
| Measured slew at the worst slew-check pin | `around 700 ps` |
| Setup TNS | `0 ps` |
| Yosys stat chip area | `around 6500 um^2` |
| FFs w/ async S/R, synth | `0` |
| Critical path type | `in2out` |
| Number of setup buffers added after CTS | `0` |
| Synthesis Warnings | `2` |
| Top cells by area | `ha_1 18%, xnor2_1 5.9%, a21oi_1 5.8%` |
| Number of cells in Yosys stat | `976` |
| Tmin final | `between 15000 and 20000 ps` |
| Total GRT Usage | `0.2348` |
| Setup ws final | `9410 ps` |
| Synthesized registers | `1` |
| Hpwl dp | `about 21000 um` |
| DP Worst Slack | `between 9000 and 10000 ps` |
| Area Growth Syn to Fin | `18.20%` |
| Post-DR vias/cell | `~6` |
| Final Slew Violations | `0` |
| Lkg Pwr | `3.101 nW` |
| GP Congestion | `just under 1` |
| CTS Hold Bufs | `0` |
| Netlist cell types | `97` |
| Post-synth EDFFs | `0` |
| Antenna diodes | `0` |
| DR WL/cell | `19.93 um` |
| Hold crit path type | `in2out` |
| Startpoint types | `primary input` |
| Endpoints left unconstrained | `1` |
| Register area | `15.01 um^2` |
| Fp_density | `0.3087` |
| CTS-repair resized insts | `0` |
| Largest register FFs | `1` |
| Antenna violations before repair | `0` |
| First-pass GRT wire length | `40190 um` |
| Die y size | `~150 um` |
| Synth Area in Adders | `0.1882` |
| Final Setup Violations | `0` |
| Largest net degree at the start of global routing | `~62` |
| Dominant comb cell | `AND-OR/OR-AND gates` |
| Cell row count | `53` |
| Dominant Register Cell | `dlxtn_1` |
| Status | `finished clean` |
| Fmax | `approximately 63 MHz` |
| Critical Path End Type | `output port` |
| Routed via count | `about 7600` |
| Arr. time, crit path | `between 10000 and 15000 ps` |
| Worst-path fanout max | `6` |
| Critical Path RT | `20160 ps` |
| Die X | `around 150 um` |
| XOR Share, Synth | `0.06840` |
-- cells in the final DEF (no fill, tap or decap), drive strengths merged, types with 17 or more instances in the layout --
cell type      synthesis  routed
clkdlybuf4s50          0      99
o211ai                17      17
nand3                 27      27
nor2b                 29      29
nor2                  93      93
nor4                  24      24
inv                   96      96
xnor2                 44      44
nand2                 63      63
o21ai                 61      61
a211oi                35      35
nor3                  22      22
ha                    95      95
a21oi                 78      78
-- final cells by class --
class	instances	area share
inverter	97	0.04717
multi-input combinational	819	0.7643
sequential	1	0.001945
tap	275	0.04458
timing repair buffer	114	0.1420
-- metrics by stage --
stage | power, mW | std cells | utilization | hold slack, ps | cell area, um^2
2_1_floorplan | 0.1140 | 976 | - | 10180 | 6530
5_1_grt | 0.2012 | 1306 | 0.3649 | 11350 | 7719
4_1_cts | 0.1827 | 1306 | 0.3649 | 11310 | 7719
6_report | 0.1848 | 1306 | 0.3649 | 11310 | 7719
3_3_place_gp | 0.1821 | 1306 | 0.3649 | 11310 | 7719
3_5_place_dp | 0.1814 | 1306 | 0.3649 | 11300 | 7719
-- layer usage --
layer / wire length, um / up-vias / GRT usage
li1: - / 3692 / -
met1: 12000 / 3579 / 0.3456
met2: 11570 / 306 / 0.3692
met3: 1616 / 46 / 0.01304
met4: 836 / 0 / 0.06429
met5: 0 / - / 0
-- report_power, final --
group / switching [mW] / internal [mW] / total, mW
Sequential: 0.0000127 / 0.000146 / 0.000159
Combinational: 0.108 / 0.0769 / 0.185
Clock: 0 / 0 / 0
-- logic make-up after synthesis --
family,count (synthesis)
adder cells (fa/ha/maj),97
latches,1
other,1
buffers and inverters,156
AND-OR/OR-AND,333
multiplexers,19
AND/OR/NAND/NOR,318
XOR/XNOR,51
-- path summary, 6_finish.rpt --
check / depth (start not counted) / to / from
hold / removal: 4 / sum[4] / a[4]
setup / recovery: 16 / zout / a[1]
-- Yosys cell counts, types with 5 or more instances --
master / n
a2111oi_0: 7
a211o_1: 9
a211oi_1: 32
a21o_1: 10
a21oi_1: 76
a221oi_1: 5
a22oi_1: 10
a31oi_1: 9
and2_1: 5
buf_2: 17
clkbuf_1: 35
ha_1: 95
inv_1: 91
inv_2: 5
mux2_2: 5
mux2i_1: 14
nand2_1: 62
nand2b_1: 8
nand3_1: 26
nand4_1: 14
nor2_1: 93
nor2b_1: 28
nor3_1: 22
nor3b_1: 5
nor4_1: 23
o2111ai_1: 5
o211ai_1: 17
o21a_1: 8
o21ai_0: 54
o21bai_1: 9
o22ai_1: 6
o311ai_0: 7
o31ai_1: 9
xnor2_1: 44
xor2_1: 7
-- worst max-delay path, cell delays in order --
cell and delay, ps:
clkdlybuf4s50_1 710, inv_1 140, fa_1 470, nand2b_1 230, a2111oi_4 480, o21ai_2 200
a211oi_2 550, o31ai_1 240, a211oi_1 300, a31oi_1 200, or4_1 510, or4_4 470
nor4b_2 210, nand4bb_1 200, dlxtn_1 350, clkdlybuf4s50_1 450
Power and IR drop assume default switching activity.
